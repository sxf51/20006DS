## design/flow/design.v

```verilog
module Time(input clk, enable, reset, input plus, minus, 
input [1: 0] mode,
output [5: 0] hours, mins, secs);
    localparam N = 50_000_000;
    localparam BW = $clog2(N);
    wire [BW-1: 0] tick;
    Counter #(.MAX(N-1), .WIDTH(BW), .UP(1'b1))
        divider(.clk(clk), .enable(1'b1),
			.reset(reset || ((plus || minus) && (mode == 2'b01))), .plus(1'b0), .minus(1'b0), .cnt(tick));
    Counter #(.MAX(59), .WIDTH(6), .UP(1'b1))
        cs(.clk(clk), .enable((enable || (mode != 2'b01)) && tick == (N-1)),
			.reset(1'b0), .plus((mode == 2'b01) && plus), .minus((mode == 2'b01) && minus), .cnt(secs));
	 Counter #(.MAX(59), .WIDTH(6), .UP(1'b1))
        cm(.clk(clk), .enable((enable || (mode == 2'b11)) && secs == 59 && tick == (N-1)),
			.reset(1'b0), .plus((mode == 2'b10) && plus), .minus((mode == 2'b10) && minus), .cnt(mins));
	 Counter #(.MAX(23), .WIDTH(5), .UP(1'b1))
        ch(.clk(clk), .enable(enable && mins == 59 && secs == 59 && tick == (N-1)),
			.reset(1'b0), .plus((mode == 2'b11) && plus), .minus((mode == 2'b11) && minus), .cnt(hours));
endmodule
module StopWatchTime(input clk, enable, reset, 
output [6: 0] ms_10,
output [5: 0] secs, mins);
	localparam N = 500_000;
	localparam BW = $clog2(N);
	wire [BW-1: 0] tick;
	Counter #(.MAX(N-1), .WIDTH(BW), .UP(1'b1))
		divider(.clk(clk), .enable(enable),
		.reset(reset), .plus(1'b0), .minus(1'b0), .cnt(tick));
	Counter #(.MAX(99), .WIDTH(7), .UP(1'b1))
		cs(.clk(clk), .enable(tick == (N-1)),
		.reset(reset), .plus(1'b0), .minus(1'b0), .cnt(ms_10));
	Counter #(.MAX(59), .WIDTH(6), .UP(1'b1))
		cm(.clk(clk), .enable(ms_10 == 99 && tick == (N-1)),
		.reset(reset), .plus(1'b0), .minus(1'b0), .cnt(secs));
	Counter #(.MAX(59), .WIDTH(6), .UP(1'b1))
		ch(.clk(clk), .enable(secs == 59 && ms_10 == 99 && tick == (N-1)),
		.reset(reset), .plus(1'b0), .minus(1'b0), .cnt(mins));
endmodule
module CountdownTime(input clk, enable, reset, input plus, minus, 
output [5: 0] hours, mins, secs);
	localparam N = 50_000_000;
	localparam BW = $clog2(N);
	wire [BW-1: 0] tick;
	Counter #(.MAX(N-1), .WIDTH(BW), .UP(1'b1))
		divider(.clk(clk), .enable(enable),
		.reset(reset || (plus || minus)), .plus(1'b0), .minus(1'b0), .cnt(tick));
	Counter #(.MAX(59), .WIDTH(6), .UP(-1))
		cs(.clk(clk), .enable(enable && tick == (N-1)),
		.reset(reset), .plus(plus), .minus(minus), .cnt(secs));
	Counter #(.MAX(59), .WIDTH(6), .UP(-1))
		cm(.clk(clk), .enable(enable && secs == 0 && tick == (N-1)),
		.reset(reset), .plus(plus && secs == 59), .minus(minus), .cnt(mins));
	Counter #(.MAX(23), .WIDTH(5), .UP(-1))
		ch(.clk(clk), .enable(enable && mins == 0 && secs == 0 && tick == (N-1)),
		.reset(reset), .plus(plus && mins == 59 && secs == 59), .minus(minus), .cnt(hours));
endmodule
module Counter
    #(parameter MAX = 1, WIDTH = 1, UP = 1)(
        input clk,
        input enable, reset, 
		  input plus, minus,
        output reg [WIDTH-1 : 0] cnt
    );
    initial cnt = 0;
    reg [WIDTH-1 : 0] next_cnt;
	always @(posedge clk) begin
		if(reset) cnt <= 0;
		else if(enable || plus || minus) cnt <= next_cnt;
	end
	    always @(*)
		  case({plus, minus})
				2'b00: case(enable)
					1'b1: if(UP > 0) next_cnt = (cnt == MAX) ? 1'd0 : (cnt + UP);
						else if(UP < 0) next_cnt = (cnt == 1'd0) ? MAX : (cnt + UP);
						else next_cnt = cnt;
					default: next_cnt = cnt;
				endcase
				2'b01: next_cnt = (cnt == 1'd0) ? MAX : (cnt - 1'd1);
				2'b10: next_cnt = (cnt == MAX) ? 1'd0 : (cnt + 1'd1);
				2'b11: next_cnt = cnt;
				default: next_cnt = cnt;
		  endcase
endmodule
```

## design/flow/run.sh

```bash
#!/bin/bash
# OpenROAD 26Q1-2900-gdf79404cd8, Yosys 0.63+post, stock flow scripts
make -C /OpenROAD-flow-scripts/flow DESIGN_CONFIG=/design/flow/config.mk WORK_HOME=/design/flow/orfs finish
```

## design/flow/config.mk

```make
export PLATFORM = sky130hd
export DESIGN_NAME = Time
export DESIGN_NICKNAME = Time
export VERILOG_FILES = /design/flow/design.v
export SDC_FILE = /design/flow/constraint.sdc
export NUM_CORES = 4
export LEC_CHECK = 1
export CORE_UTILIZATION = 40
```

## design/flow/constraint.sdc

```tcl
current_design Time

set clk_period 4.4
set clk_io_pct 0.2

create_clock -name clk0 -period $clk_period [get_ports {clk}]

set non_clock_inputs [all_inputs -no_clocks]
set_input_delay [expr $clk_period * $clk_io_pct] -clock clk0 $non_clock_inputs
set_output_delay [expr $clk_period * $clk_io_pct] -clock clk0 [all_outputs]
```

==> run notes <==
Summary of the current implementation state.

- Looking at the critical path, the highest net fanout was 17.
- The report lists the cells along the critical path as clkdlybuf4s50_1 -> nand4bb_1 -> a31oi_1 -> a211oi_1 -> a211o_1.
- Per the synth stats, the flop cell with the highest instance count is dfxtp_1.
- The flow measured a signed area growth from synthesis to layout of 13.1%.
- The total routing usage reported by global routing is 16.1%, for reference.
- The cell area that synthesis handed to floorplanning was 2730 µm².
- Per the Yosys statistics, synthesis produced 309 cells.
- The final setup TNS is 0 ps, for reference.
- The synthesized-area fraction occupied by xor and xnor cells is 5.46%, for reference.
- Looking at the clock tree report, the H-tree level count equals 2.
- According to the floorplan report, the die height is 84.5 µm.
- The classification of the worst setup path is input port to flip-flop, for reference.
- The sequential fraction of the synthesis area is 37.8%, for reference.
- The synthesized design spends more area on one cell type than any other, namely dfxtp_1.
- The number of hold-slack violations in the final timing report is 0, for reference.
- The period utilization is 67.3%, for reference.
- The final timing report counts setup violations totalling 0.
- After Yosys synthesis, AND-OR and OR-AND compound gates account for 19.1% of the synthesized area.
- After layout, the setup clock skew is reported as 6.08 ps.
- The initial DRC count is 66, for reference.
- The final timing report lists a max-slew violation count of 0.
- The total met3 wirelength after detailed routing is 143 µm, for reference.
- The Yosys warning count is 4, for reference.
- The number of buffer and inverter instances along the worst setup path is 1, for reference.
- The floorplan step records an initial core utilization of 42.2%.
- The timing report gives the biggest stage delay along the critical path as 660 ps.
- The clock passes through at most 2 buffers.
- The synthesized design contains 17 enable-type register cells.
- After synthesis, the chip area reported by Yosys is 2730 µm².
- The per-instance average area after synthesis is 8.82 µm², for reference.
- Per the synthesis report, the simple-gate share of the synthesized area is 27.1%.
- Looking at the critical path, the single cell with the biggest stage delay is nand4bb_1.
- Among the non-sequential cells, simple AND/OR/NAND/NOR gates take the most area.
- The power density over the cells is 274 nW/µm², for reference.
- The worst setup path is captured at a flip-flop.
- Wire segments on met2 add up to 2430 µm in the final route.
- Per the synth log, the flip-flop and latch total comes to 43.
- The placeable core region is 6460 µm², for reference.
- The count of mapped cells out of synthesis is 309, for reference.
- The worst-case max-slew headroom was logged as 44.9%.
- Detailed routing inserted a total of 2,294 vias.
- Setup slack on the critical path of the routed design comes to 1440 ps.
- TritonRoute reported its final design rule violation total as 0.
- The final critical path time including I/O delays and setup is 2960 ps, for reference.
- Nets still carrying antenna violations after routing amount to 0.
- The total clock sinks is 43, for reference.
- The pre-CTS setup slack is 1170 ps, for reference.
- After clock tree synthesis, the flow added hold-fix buffers numbering 0.
- The first TritonRoute pass finished after 22 iterations.
- The filler cell count in the final layout is 615, for reference.
- The run finished with clean final reports.
- The cell resize tally after clock tree synthesis is 0, for reference.
- The clock latency of the later-clocked register in the worst-skew pair is 300 ps, for reference.
- The CTS root buffer is clkbuf_8, for reference.
- Detailed placement finished with a half-perimeter wire length of 3830 µm.
- The CTS tree is done, for reference.
- The first-pass GRT wire length is 9340 µm, for reference.
- The number of antenna violations at the first check in global routing is 0, for reference.
- The tally of buffers added on design ports is 23, for reference.
- The chip occupies 7150 µm².
- The number of diodes added for antenna fixing is 0, for reference.
- The element type at the critical path start is an input port, for reference.
- The slew at the pin with the worst max-slew slack is 827 ps, for reference.
- The final wirelength is 5520 µm, for reference.
- Measured along the x axis, the die boundary spans 84.5 µm.
- Per the TritonCTS log, the buffer count is 5.
- The total leakage power is 1.08 nW, for reference.
- Per the synthesis report, the single largest cell type by area occupies 19.1% of cell area.
- The floorplan report gives the top-level pin count as 25.
- In the synthesized netlist, mux cells make up 0.735% of the area.
- Setup repair after global routing left no endpoint under its margin.
- The remaining global-route overflow is 0, for reference.
- The detailed router used layers up to and including met4.
- The floorplan has 29 rows.
- The number of setup buffers added after CTS is 0, for reference.
- The registers of the reported paths see a clock transition of 80 ps.
- Ranked by total cell area, the synthesized netlist is headed by dfxtp_1 (19%), edfxtp_1 (19%), a21oi_1 (4.4%).
- The fmax is 337 MHz, for reference.
- Data on the critical path is required at its endpoint by 4450 ps.
- The average via count per standard cell is 5.76, for reference.
- The largest net degree at the start of global routing is 26, for reference.
- The maximum resistive drop on vdd is 293 µV, for reference.
- Per the synthesis report, the adder-cell share of the synthesized area is 4.13%.
- The weighted congestion reported at the end of routability-driven placement is 0.798, for reference.
- The path class of the tightest hold or removal check is flip-flop to flip-flop.
- The number of maximum-capacitance violations recorded for the run is 0.
- The number of warnings the tools reported is 30, for reference.
- Per the synth stats, the proportion of register bits with asynchronous set or reset is 0%.
- The gate-level netlist out of Yosys references 63 unique cell types.
- The number of global-route vias before repair is 1,982, for reference.
- The kind of cell with the highest combined delay along the critical path is AND-OR/OR-AND gates.
- The ratio of cells with drive above 1 in the final layout is 6.54%, for reference.
- The detailed-routing wirelength on met1 is 2890 µm, for reference.
- The routed design shows a wire length per standard cell of 13.9 µm.
- The signal arrival time at the worst endpoint is 3020 ps, for reference.
-- state kept, by name, summed over array words and instances (netlist names) --
signal and count:
ch.cnt 5, divider.cnt 26, cm.cnt 6, cs.cnt 6
-- power by group --
group	internal, mW	total [mW]	switching (mW)	leakage, nW
Combinational	0.0368	0.0713	0.0346	0.653
Sequential	0.424	0.438	0.0138	0.366
Clock	0.204	0.337	0.133	0.0636
-- cell usage after synthesis, drive strengths merged, types with 2 or more instances --
cell     instances
nor3             3
or3b             3
nand3b           2
mux2i            2
a31oi            4
edfxtp          17
nor2            25
a211o            3
xnor2            9
or3             10
o21ai           16
o2111ai          2
a21oi           25
nor2b            3
nand3           15
xor2             8
nand4bb          2
ha               9
a211oi           3
or4              6
and4b            2
nand2b           2
and3             6
o22ai            2
nand4           13
nand2           17
and4             7
clkbuf           6
and3b            2
dfxtp           26
and2             2
buf             14
o211ai           4
a31o             3
o31ai            7
inv             12
-- worst reg2reg max path, delay by kind of cell (launching register included) --
family | cells | cell delay, ps
compound gates | 1 | 560
fa+ha+maj | 1 | 200
simple gates | 3 | 780
flops | 1 | 380
-- area by class of cell --
cell class | count | area (µm²) | share of cell area, %
tap | 77 | 96.3 | 3.13
inverter | 12 | 45.0 | 1.46
multi-input combinational | 234 | 1540 | 50.1
clock buffer | 7 | 97.6 | 3.17
clock inverter | 1 | 30.0 | 0.974
timing repair buffer | 24 | 238 | 7.71
sequential | 43 | 1030 | 33.5
-- final timing paths --
path,slack [ps],to,start,depth (start not counted)
hold / removal,480,divider.cnt[0],divider.cnt[0],1
hold reg to reg,480,divider.cnt[0],divider.cnt[0],1
setup / recovery,1440,cs.cnt[5],mode[0],5
setup reg to reg,2130,ch.cnt[3],divider.cnt[0],5
-- stage by stage --
stage | utilization [%] | hold WS [ps] | std cells | total power [mW] | area [µm²]
floorplan | - | 426 | 309 | 0.491 | 2730
global placement | 45.7 | 440 | 390 | 0.518 | 2950
detailed placement | 45.7 | 449 | 390 | 0.518 | 2950
CTS | 47.7 | 476 | 398 | 0.857 | 3080
global route | 47.7 | 498 | 398 | 0.884 | 3080
finish | 47.7 | 477 | 398 | 0.846 | 3080
-- placed cells by master, fill, tap and decap left out, types with 5 or more instances in the layout --
master / n
clkbuf_8: 5
dfxtp_1: 26
edfxtp_1: 17
nand3_1: 15
xnor2_1: 9
inv_1: 12
ha_1: 9
and4_1: 6
or3_1: 9
clkdlybuf4s50_1: 23
nor2_1: 25
a21oi_1: 24
xor2_1: 8
and3_1: 5
nand2_1: 17
nand4_1: 11
or4_1: 6
o31ai_1: 7
o21ai_0: 16
-- kinds of logic (layout without fill, tap and decap cells) --
logic type	count (synthesis)	after routing
and+or+nand+nor	125	125
AOI/OAI and AO/OA	80	80
DFF	43	43
buffers and inverters	32	44
xor gates and xnor gates	17	17
adders and majority gates	9	9
muxes	2	2
other	1	1
-- layer usage --
layer / up-vias / GRT usage [%]
met1: 1077 / 25.6
met2: 25 / 25.5
met3: 10 / 2.19
met5: - / 0
li1: 1182 / -
met4: 0 / 1.39
No activity file was given, so power comes from the tool's default toggle rates.
